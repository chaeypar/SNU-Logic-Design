**/design/flow/constraint.sdc**
```tcl
current_design Microprocessor

set clk_period 8.7
set clk_io_pct 0.2

create_clock -name clk0 -period $clk_period [get_ports {clk_in}]

set non_clock_inputs [all_inputs -no_clocks]
set_input_delay [expr $clk_period * $clk_io_pct] -clock clk0 $non_clock_inputs
set_output_delay [expr $clk_period * $clk_io_pct] -clock clk0 [all_outputs]
```
**/design/flow/design.v**
```verilog
`timescale 1ns / 1ps
module bcd_to_7(
    input [3:0] bcd,
    output reg[6:0] seg
    );
	 always @(bcd) begin
		case(bcd)
			4'd0 : seg <=7'b0111111;
			4'd1 : seg <=7'b0000110;
			4'd2 : seg <=7'b1011011;
			4'd3 : seg <=7'b1001111;
			4'd4 : seg <=7'b1100110;
			4'd5 : seg <=7'b1101101;
			4'd6 : seg <=7'b1111101;
			4'd7 : seg <=7'b0000111;
			4'd8 : seg <=7'b1111111;
			4'd9 : seg <=7'b1101111;
		endcase
	 end
endmodule
`timescale 1ns / 1ps
module freq_divider(
    input clr,
    input clk,
    output reg clkout
    );
	 reg [31:0] cnt;
	 always @(posedge clk)
		begin
			if (clr) begin
				cnt<=32'd0;
				clkout <=1'b0;
			end
			else if (cnt ==32'd25000000) begin
				cnt <=32'd0;
				clkout <= ~clkout;
			end
			else begin
				cnt<=cnt+1;
			end
		end
endmodule
`timescale 1ns / 1ps
module ALU(
    input [7:0] Readdata1,
    input [7:0] Readdata2,
	 input ALUOP,
    output [7:0] output_data
    );
	 assign output_data = Readdata1 + Readdata2;
endmodule
`timescale 1ns / 1ps
module Control(
    input [1:0] instruction,
	 output RegDst,
    output RegWrite,
    output ALUSrc,
    output Branch,
    output MemRead,
    output MemWrite,
    output MemtoReg,
    output ALUOP
    );
	wire op1 = instruction[1];
	wire op0 = instruction[0];
	assign RegDst = ~op1 & ~op0;
	assign RegWrite = ~op1;
	assign ALUSrc = (~op1 & op0)|(op1 & ~op0);
	assign Branch = op1 & op0;
	assign MemRead = ~op1 & op0;
	assign MemWrite =op1 & ~op0;
	assign MemtoReg = op0;
	assign ALUOP = ~op1 & ~op0;
endmodule
`timescale 1ns / 1ps
module Microprocessor(
    input clk_in,
	 input clr,
	 input [7:0] instruction,
	 output [7:0] counter2,
	 output [6:0] seg1,
	 output [6:0] seg2,
	 output [6:0] seg3,
	 output [6:0] seg4,
	 output [6:0] seg5,
	 output [6:0] seg6
    );
	 wire [7:0] counter;
	 assign counter2 = counter - 1;
	 wire RegDst;
    wire RegWrite;
    wire ALUSrc;
    wire Branch;
    wire MemRead;
    wire MemWrite;
    wire MemtoReg;
    wire ALUOP;
	 wire [1:0] WriteRegister;
	 wire [7:0] writeData;
	 wire clk;
	 wire [7:0] read_data1;
	 wire [7:0] read_data2;
	 wire [7:0] alu_res;
	 wire [7:0] data_out;
	 wire [7:0] value;
	 wire [7:0] display;
	 assign value = MemtoReg ? data_out : alu_res;
	 assign display = MemWrite ? read_data2 : value;
	 wire [7:0] extended;
	 freq_divider T0(.clr(clr), .clk(clk_in), .clkout(clk));
	 PC T1(.branch(Branch),.add(extended), .clk(clk), .clr(clr), .counter(counter));
	 Control T3(.instruction(instruction[7:6]), .RegDst(RegDst), .RegWrite(RegWrite), .ALUSrc(ALUSrc), .Branch(Branch),.MemRead(MemRead), .MemWrite(MemWrite), .MemtoReg(MemtoReg), .ALUOP(ALUOP));
	 registers T4(.clr(clr), .clk(clk), .RegWrite(RegWrite), .rs(instruction[5:4]), .rt(instruction[3:2]), .writeRegister(RegDst?instruction[1:0]:instruction[3:2]), .writeData(value), .output_data1(read_data1), .output_data2(read_data2)); 
	 bcd_to_7 T6(.bcd(display[7:4]), .seg(seg1));
	 bcd_to_7 T7(.bcd(display[3:0]), .seg(seg2));
	 bcd_to_7 T00(.bcd(counter[7:4]), .seg(seg3));
	 bcd_to_7 T01(.bcd(counter[3:0]), .seg(seg4));
	 bcd_to_7 T02(.bcd(alu_res[7:4]), .seg(seg5));
	 bcd_to_7 T03(.bcd(alu_res[3:0]), .seg(seg6));
	 Signextend T8(.instruction(instruction[1:0]), .extended(extended));
	 ALU T10(.Readdata1(read_data1), .Readdata2(ALUSrc?extended:read_data2), .ALUOP(ALUOP), .output_data(alu_res));
	 data_memory T11(.clk(clk), .clr(clr), .MemWrite(MemWrite), .MemRead(MemRead), .Address(alu_res), .WriteData(read_data2), .ReadData(data_out));
	 endmodule
`timescale 1ns / 1ps
module PC(
    input branch,
    input [7:0] add,
    input clk,
	 input clr,
	 output reg [7:0] counter 
    );
    always@(posedge clk or posedge clr)
    begin
			if (clr == 1)
				begin
						counter = 8'b00000000;  
				end
				else begin
						if (branch == 1) begin
							counter = counter + add + 8'b00000001;  
						end
						else begin
							counter = counter + 8'b00000001;  
						end
			end
		end
endmodule
`timescale 1ns / 1ps
module Signextend(
    input [1:0] instruction,
    output [7:0] extended
    );
	assign extended = (instruction == 2'b00) ? 8'b00000000:
							(instruction == 2'b01) ? 8'b00000001:
							(instruction == 2'b10) ? 8'b11111110:
							  8'b11111111;
endmodule
`timescale 1ns / 1ps
module data_memory(
    input clk,
    input clr,
    input MemWrite,
    input MemRead,
    input [7:0] Address,
    input [7:0] WriteData,
    output [7:0] ReadData
    );
	 integer i;
	reg [7:0] mem [31:0]; 
	assign ReadData = MemRead ? mem[Address] : 0;
	initial begin 
		for(i = 0; i < 16; i= i+ 1)
			begin
				mem[i] = i;
				mem[i + 16] = -i;
			end
	end
	always @(posedge clk or posedge clr) begin
		 if (clr) begin
				for(i = 0; i < 16; i= i+ 1)
					begin
						mem[i] = i;
						mem[i + 16] = -i;
					end
		 end
		 else begin
			  if (MemWrite) begin
						mem[Address] = WriteData;
					end
			  end
		 end
endmodule
`timescale 1ns / 1ps
module registers(
	input clr,
	input clk,
	input RegWrite,
	input [1:0] rs,
	input [1:0] rt,
	input [1:0] writeRegister,
	input [7:0] writeData,
	output [7:0] output_data1,
	output [7:0] output_data2
	);
	reg[7:0] data1;
	reg[7:0] data2;
	reg[7:0] data3;
	reg[7:0] data4;
	assign output_data1 = (rs == 2'b00) ? data1:
				(rs == 2'b01) ? data2:
				(rs == 2'b10) ? data3:
				data4;
	assign output_data2 = (rt == 2'b00) ? data1:
				(rt == 2'b01) ? data2:
				(rt == 2'b10)? data3:
				data4;
	initial begin
		data1 = 8'b00000000;
		data2 = 8'b00000000;
		data3 = 8'b00000000;
		data4 = 8'b00000000;
	end
	always @(posedge clk or posedge clr) 
		begin
			if (clr)
				begin
					data1 = 8'b00000000;
					data2 = 8'b00000000;
					data3 = 8'b00000000;
					data4 = 8'b00000000;
				end
			else if (RegWrite) begin
				case (writeRegister)
					2'b00: data1 = writeData;
					2'b01: data2 = writeData;
					2'b10: data3 = writeData;
					2'b11: data4 = writeData;
				endcase
			end
		end
	endmodule
```
**/design/flow/config.mk**
```make
export PLATFORM = sky130hd
export DESIGN_NAME = Microprocessor
export DESIGN_NICKNAME = Microprocessor
export VERILOG_FILES = /design/flow/design.v
export SDC_FILE = /design/flow/constraint.sdc
export NUM_CORES = 4
export LEC_CHECK = 1
export CORE_UTILIZATION = 50
```
**/design/flow/run.sh**
```bash
#!/bin/bash
# OpenROAD 26Q1-2900-gdf79404cd8, Yosys 0.63+post, stock flow scripts
make -C /OpenROAD-flow-scripts/flow DESIGN_CONFIG=/design/flow/config.mk WORK_HOME=/design/flow/orfs finish
```
==> flow_summary.ini <==
; generated from flow reports
[finish]
area_delta_synth_final_pct = 7.30
fin_area_mm2 = 0.0198
drive_gt1_frac = 0.279
postLayoutCoreUtil = 0.551
stdcell_count = 2197
flop_area_mm2 = 0.00886
fillCellCount = 3124
lay_top_count = mux2_2
mostFrequentLayoutCells = mux2_2, dfrtp_1, nand2_1
logic_area_mm2 = 0.00906

[sta]
skew_ps = 2.26
fmaxAchievable_mhz = 345
tightest_slew_ps = 960
unclocked_regs = 338
relSlewSlack = 0.357
hold_violations = 0
final.setup.tns_ps = 0
drv_slew = 0
setup_violations = 0
hold_slack_ps = 485
worst_slack_ps = 5800
fin_crit_ps = 2900
rsz0062_at_grt = false
finalClockPeriodUsage = 0.333
untimed_endpoints = 388

[clock_network]
cts_setup_buffers = 0
clk_pin_slew_ps = 50
clockBufferDepth = 2
cts-resized-gates = 0
root_buffer = clkbuf_16
cts-htree-levels = 2
cts_tree = yes
cts_hold_buf = 0
cts_buffers = 5
insertion_delay_ps = 270

[logic_synthesis]
top_area_cell = dfrtp_1
ys_area_mm2 = 0.0184
yosysUniqueCellTypes = 86
edf_count = 0
ys_cells = 1721
postSynth.asyncResetShare = 0.798
avgSynthCellArea_um2 = 10.7
top_cell_area_share = 0.234
syn_inst = 1721
syn_area_mm2 = 0.0184
ys.flop_type = dfrtp_1
yosys_warnings = 6
ys.flops = 371
topCellsByArea = dfrtp_1, dfstp_2, mux2_2

[placed_design]
numPortBuffers = 59
place_inst = 2187
post-place-ws_ps = 5490
place_area_mm2 = 0.0196
place_hpwl_mm = 37.2
place_congestion = 0.956

[job]
warnings = 33
drv_cap = 0

[global_route]
grt_start_max_net_pins = 90
grt_pass1_vias = 13300
gr-total-overflow = 0
grt_pass1_wl_mm = 84.8
antenna_found_initial = 1
grt_util_all_layers = 0.313

[critical_path]
crit_buf_inv = 1
timing.reg2reg.setup_slack_ps = 6440
cp-end-kind = register
r2r-end = T0.cnt[26]
cp_slowest_cell = clkdlybuf4s50_1
cp_slowest_stage_delay_ps = 620
path_cells = clkdlybuf4s50_1, or2_2, nor2_1
crit_start = clr
reg2regPathDepth = 8
crit_required_ps = 8830
endpoint = T0.cnt[14]
startpoint_type = primary input
criticalPathCategory = primary input to register
arrival_ps = 3030
reg2reg_from = T0.cnt[0]
cp_max_fo = 32
path_depth = 3
cp_top_family = simple AND/OR/NAND/NOR gates

[status]
outcome = finished clean

[floorplan]
rows = 69
fp.coreArea_mm2 = 0.0359
chipArea_mm2 = 0.0376
chipWidth_um = 194
die_h_um = 194
initial_core_util = 0.513
ioPinCount = 60

[power]
p_per_area_mw_per_mm2 = 56.5
totalPowerFinal_mw = 1.12
p_leak_nw = 8.13
vdd_ir_drop_max_v = 0.000144

[detailed_routing]
ant_nets = 0
routed_wl_mm = 54.5
drcViolationCount = 0
drtPass1Iterations = 5
via_count = 13800
routedWlPerCell_um = 24.8
viasPerCell = 6.26
drt-initial-drc-count = 943

[min_path]
hp-class = register to register
## routing by layer
metal  part of all wire  vias to the layer above  global-route usage  wire (µm)
met2               0.44                      525               0.446      24000
met3               0.11                       60               0.112       5780
met1               0.43                     6963               0.492      23700
li1                   -                     6202                   -          -
met5                  0                        -                   0          0
met4              0.019                        0              0.0456       1010
## state kept, by name, summed over array words and instances, names as in the netlist, 8 cells and up
| register | flops |
|---|---|
| T0.cnt | 32 |
| T4.data1 | 8 |
| T1.counter | 8 |
| T4.data2 | 8 |
| T4.data3 | 8 |
| T11.mem | 256 |
| T4.data4 | 8 |
## power breakdown
part	internal [mW]	total (mW)	switching, mW
logic	0.220	0.758	0.538
registers	0.195	0.198	0.00386
clock network	0.106	0.162	0.0556
total	0.520	1.12	0.597
## cell usage after synthesis (12+ instances only)
master      n
mux2_2    253
dfrtp_1   172
nand2_1   161
nor2_1    146
dfstp_2   124
clkbuf_1   75
o21ai_0    75
a21oi_1    67
nand3_1    60
mux2i_1    46
dlxtn_1    42
dfxtp_1    33
xor2_1     33
buf_2      27
xnor2_1    27
ha_1       25
inv_1      24
nand4_1    22
a22oi_1    18
nand2b_1   18
nor3_1     16
mux4_2     14
a22o_1     12
## cells by family (layout without fill, tap and decap cells)
family                   after synthesis  in the layout  synth area share
AND/OR/NAND/NOR                      505            505             0.129
flip-flops                           329            329             0.446
multiplexers                         313            313             0.197
AND-OR/OR-AND                        303            303             0.112
buffers and inverters                138            151            0.0312
XOR/XNOR                              63             63            0.0312
latches                               42             42            0.0342
adder cells (fa/ha/maj)               28             28            0.0197
other                                  0              2                 0
## cell type report
| type | instances | share of cell area |
|---|---|---|
| multi-input cells | 1212 | 0.458 |
| flip-flops and latches | 371 | 0.448 |
| repair buffers | 119 | 0.0526 |
| well taps | 461 | 0.0292 |
| clock buffers | 8 | 0.00690 |
| inverters | 24 | 0.00493 |
| diodes | 2 | 0.000253 |
## worst min-delay path by stage
stage                  endpoint  cells after the start      start  slack (ps)
final                 T0.cnt[0]                      1  T0.cnt[0]         490
after global routing  T0.cnt[0]                      1  T0.cnt[0]         550
after CTS             T0.cnt[0]                      1  T0.cnt[0]         480
Power figures rest on the tool's default switching activity, not on a simulated workload.
