### /design/flow/design.v
`timescale 1ns / 1ps
module TwoDigit(
    input clr,
    input clk,
    output [6:0] high,
    output [6:0] low
    );
	wire clkout;
	wire [3:0] hi;
	wire [3:0] lo;
	freq_divider Freq_module(.clr(clr), .clk(clk), .clkout(clkout));
	counter Counter_module(.clr(clr), .clk(clkout), .MSB(hi), .LSB(lo));
	bcd_to_7 MSB_module(.bcd(hi), .seg(high));
	bcd_to_7 LSB_module(.bcd(lo), .seg(low));
endmodule
`timescale 1ns / 1ps
module bcd_to_7(
    input [3:0] bcd,
    output reg[6:0] seg
    );
	 always @(bcd) begin
		case(bcd)
			4'd0 : seg <=7'b0111111;
			4'd1 : seg <=7'b0000110;
			4'd2 : seg <=7'b1011011;
			4'd3 : seg <=7'b1001111;
			4'd4 : seg <=7'b1100110;
			4'd5 : seg <=7'b1101101;
			4'd6 : seg <=7'b1111101;
			4'd7 : seg <=7'b0000111;
			4'd8 : seg <=7'b1111111;
			4'd9 : seg <=7'b1101111;
		endcase
	 end
endmodule
`timescale 1ns / 1ps
module counter(
    input clr,
    input clk,
    output [3:0] MSB,
    output [3:0] LSB
    );
	 reg [3:0]msb_rnm0 =0;
	 reg [3:0]lsb_rnm0 =0;
	 assign MSB = msb_rnm0;
	 assign LSB = lsb_rnm0;
	 always @(posedge clk or posedge clr)
		begin
			if (clr) begin
				lsb_rnm0 = 4'b0000;
				msb_rnm0 = 4'b0000;
			end
			else begin
				lsb_rnm0 = lsb_rnm0+1;
				if (lsb_rnm0 == 4'b1010) begin
					lsb_rnm0 = 4'b0000;
					msb_rnm0 = msb_rnm0 + 1;
				end
				if (msb_rnm0 == 4'b1010) begin
					msb_rnm0 = 4'b0000;
				end
			end
		end
endmodule
`timescale 1ns / 1ps
module freq_divider(
    input clr,
    input clk,
    output reg clkout
    );
	 reg [31:0] cnt;
	 always @(posedge clk)
		begin
			if (clr) begin
				cnt<=32'd0;
				clkout <=1'b0;
			end
			else if (cnt ==32'd25000000) begin
				cnt <=32'd0;
				clkout <= ~clkout;
			end
			else begin
				cnt<=cnt+1;
			end
		end
endmodule
### /design/flow/constraint.sdc
current_design TwoDigit

set clk_period 6.1
set clk_io_pct 0.2

create_clock -name clk0 -period $clk_period [get_ports {clk}]

set non_clock_inputs [all_inputs -no_clocks]
set_input_delay [expr $clk_period * $clk_io_pct] -clock clk0 $non_clock_inputs
set_output_delay [expr $clk_period * $clk_io_pct] -clock clk0 [all_outputs]
### /design/flow/run.sh
#!/bin/bash
# OpenROAD 26Q1-2900-gdf79404cd8, Yosys 0.63+post, stock flow scripts
make -C /OpenROAD-flow-scripts/flow DESIGN_CONFIG=/design/flow/config.mk WORK_HOME=/design/flow/orfs finish
### /design/flow/config.mk
export PLATFORM = sky130hd
export DESIGN_NAME = TwoDigit
export DESIGN_NICKNAME = TwoDigit
export VERILOG_FILES = /design/flow/design.v
export SDC_FILE = /design/flow/constraint.sdc
export NUM_CORES = 4
export LEC_CHECK = 1
export CORE_UTILIZATION = 40
==> run notes <==
With the worst hold-check slack at 0.501 ns, the register clock-pin slew on the reported worst setup and hold paths is 0.07 ns. The HPWL after detailed placement is 3.15 mm. The tools report the initial antenna violation count as 0. Entering global routing, the biggest net connects 28 pins.

The via count of the routed design is 1,955. The share of the core filled with cells is 45.7%. The mean instance size in the synthesized netlist was 8.65 um2.

The largest area contributor in the netlist was dfxtp_1. Maximum clock frequency: 0.407 GHz. The area fraction of the largest cell type after synthesis is 25.1%. Sorting the synthesized cells by area gives the leading types as dfxtp_1 (25%), dlxtn_1 (8.0%), nor2_1 (7.7%). According to the floorplan report, the placeable core area is 6350 um2. For the final database, setup skew stands at 0.00557 ns.

Sorting the synthesized cells by how often they occur yields nor2_1 (54), dfxtp_1 (33), nand2_1 (19). The total power density per cell area was 141 nW/um2; the global-route wire length before repair was 8.11 mm. The total antenna diodes in the routed design is 0, and the count of endpoints without a timing constraint is 36. The via count of the first global-routing pass was 1,786. The logs give 0 for the post-cts hold-fix buffer tally and 2630 um2 for the yosys stat chip area. The timer found 22 register pins that no clock reaches; their paths are not timed.

Dividing the detail-routed via count by the number of cells gives 5.01. During synthesis, Yosys emitted a total of 3 warnings. The data arrival time reported for the critical path is 2.67 ns.

Row generation in the floorplan step produced 29 rows. The total overflow left after global routing is 0. The tools report the final total negative setup slack as 0 ns. Looking at the clock tree report, the H-tree level count equals 2. The logs give 0 for the number of maximum-capacitance constraint violations and 4.47 mm for the final routed wirelength across all metal layers. In this run the critical register-to-register path is launched from Freq_module.cnt[0]$_SDFF_PP0_. The clock insertion delay at the later pin of the skew report is 0.28 ns.

Before antenna repair, the detailed router went through 4 iterations. The starting utilization of the core area came out at 41.4%. For this run, the slowest stage of the critical path takes 0.51 ns. The synth_stat.txt file lists the number of cells as 304. In this run the worst hold path is classified as reg -> reg.

The run gives 0.0860 mW for the net switching component of the power. Setup repair after global routing left no endpoint under its margin. The finished cells cover 2900 um2. Looking at the cell usage after synthesis, the top flip-flop cell is dfxtp_1.

The first routing iteration left 45 violations. The gate-level netlist out of Yosys references 55 unique cell types. In this run, synthesis inferred 0 flip-flops with an integrated enable. The run gives 2.5% as the share of total power in combinational logic. Detailed placement reports a standard cell area of 2800 um2. Gates resized during post-CTS repair numbered 0. TritonCTS built the clock tree.

The share of total power dissipated in sequential elements is 53.8%. Looking at the clock tree report, the maximum root-to-sink buffer count equals 2. With the largest fanout of any net on the critical path at 27, the horizontal die dimension is 83.1 um.

The critical path's slowest cell is clkdlybuf4s50_1. The analysis reports a worst IR drop on VDD of 0.154 mV. The tools report the final tally of max-slew violations as 0.

Clock tree synthesis selected as its root buffer the cell clkbuf_8. The critical path endpoint has a required time of 6.31 ns. In this run the cell area of the synthesized design comes to 2630 um2.

The transition time at the pin with the least slew margin is 0.688 ns, and the internal power is 0.322 mW. The number of buffers added on ports was 15; the hold violation count in the final report was 0. STA classifies the critical path startpoint as an input port. In this run the most critical hold path is launched from Freq_module.cnt[0]$_SDFF_PP0_. During I/O placement, the number of pins put on the boundary was 16. Among cell families on the critical path, the largest total delay comes from buffers and inverters.

Counting the buffers created by CTS gives 5. The number of flip-flops and latches in the synthesized netlist came out at 55. Startpoint of the worst setup timing path: clr. Per the detail_route report, routed wire per instance is 11.5 um.

Per the post-route antenna check, the number of violating nets is 0. The switching fraction of total power came out at 21.1%. The synthesis report gives the async set-or-reset register share as 14.5%.

The number of instances in the synthesized netlist was 304; the leakage power summed over all cells was 1.08 nW. RePlAce ended its routability-driven mode at a weighted congestion of 0.825. For reference, the critical path cell chain is clkdlybuf4s50_1, inv_1, nand2_2, nor2_1.

According to the floorplan report, the die height is 83.1 um. The final period demand of the worst path is 2.46 ns. The post-route clock period utilization came out at 40.3%.

The global routing usage summed across all routing layers is 14.0%, and the post-detailed-route DRC marker count is 0. The number of buffers and inverters on the critical path is 2. For this run the top cell type by instance count after synthesis was nor2_1. The worst setup path is of the in -> reg kind.

The run gives 0 as the total setup violations reported at the end of the flow. The flow ran to the end, and the final reports show no timing, DRC or antenna violations. After floorplanning, the die was sized to cover 6900 um2. Total power for the finished layout comes to 0.408 mW.

The number of warnings reported in the stage logs is 32. Per the run report, area growth between synthesis and finish was 10.3%. Cells with a size suffix above 1 make up 8.31% of the layout. The power report attributes to the clock group a share of 43.8%.

After clock tree synthesis, the setup repair step added 0 buffers. In this run the tightest slew margin relative to its limit is 53.7%. The worst setup path is captured at a flop.
## through the flow
stage / cells / setup slack (ns)
finish: 390 / 3.64
detailed placement: 382 / 3.31
floorplan: 304 / 4.17
global placement: 382 / 3.37
CTS: 390 / 3.60
global route: 390 / 3.40
## area by class of cell
cell class                      count  area [um2]
Timing Repair Buffer               15         150
Tap cell                           77        96.3
Fill cell                         616        3450
Clock buffer                        7        96.3
Clock inverter                      1        5.00
Multi-Input combinational cell    223        1440
Inverter                           12        45.0
Sequential cell                    55        1070
## logic make-up (layout without fill, tap and decap cells)
| group | count (synthesis) | in the layout | share of synthesized area (%) |
|---|---|---|---|
| compound gates | 32 | 32 | 7.90 |
| xor+xnor | 33 | 33 | 11.0 |
| mux | 3 | 3 | 1.33 |
| simple gates | 145 | 145 | 29.7 |
| latches | 14 | 14 | 8.00 |
| flops | 41 | 41 | 32.7 |
| fa+ha+maj | 10 | 10 | 4.76 |
| buf+inv | 26 | 35 | 4.62 |
## path summary, 6_finish.rpt
path	slack, ns	to	depth (start not counted)
min	0.50	Freq_module.cnt[0]$_SDFF_PP0_	1
max reg2reg	3.91	Freq_module.cnt[9]$_SDFF_PP0_	8
max	3.64	Freq_module.cnt[20]$_SDFF_PP0_	4
min reg2reg	0.50	Freq_module.cnt[0]$_SDFF_PP0_	1
## cell usage in the layout (no fill, tap or decap), drive strengths merged, types with 3 or more instances in the layout
| master | count |
|---|---|
| a21oi | 8 |
| a31oi | 3 |
| and2 | 4 |
| and3 | 10 |
| clkbuf | 7 |
| clkdlybuf4s50 | 15 |
| dfrtp | 8 |
| dfxtp | 33 |
| dlxtn | 14 |
| ha | 10 |
| inv | 12 |
| nand2 | 20 |
| nand3 | 15 |
| nand4 | 7 |
| nor2 | 54 |
| nor3 | 11 |
| nor3b | 3 |
| nor4 | 6 |
| o21ai | 8 |
| or3 | 4 |
| xnor2 | 16 |
| xor2 | 17 |
## worst register-to-register path, cell delays in order, from the launching register on
cell	delay, ns
dfxtp_1	0.36
inv_1	0.08
ha_1	0.14
nor4b_1	0.27
nand3_1	0.15
nor4_2	0.33
nand2_1	0.20
nand2_2	0.44
nor2_1	0.11
## flip-flops by register name (all words and copies together) (netlist names)
name / cells
LSB_module.seg: 7
Counter_module.lsb_rnm0: 4
Freq_module.clkout: 1
MSB_module.seg: 7
Freq_module.cnt: 32
Counter_module.msb_rnm0: 4
## power groups by stage
stage / sequential (mW) / clock (mW) / combinational [mW]
4_1_cts: 0.219 / 0.183 / 0.0104
5_1_grt: 0.220 / 0.194 / 0.0121
6_report: 0.220 / 0.179 / 0.0100
## layer usage
metal / GRT usage, % / wire length, um / vias up
met5: 0 / 0 / -
met4: 1.57 / 60 / 0
met3: 2.02 / 157 / 6
met2: 20.8 / 1900 / 28
met1: 23.0 / 2360 / 875
li1: - / - / 1046
Power is estimated from default activity; no workload was simulated.
