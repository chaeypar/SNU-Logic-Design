**flow/constraint.sdc**
```tcl
current_design IMEM

set clk_period 3.3
set clk_io_pct 0.2

create_clock -name clk0 -period $clk_period

set non_clock_inputs [all_inputs -no_clocks]
set_input_delay [expr $clk_period * $clk_io_pct] -clock clk0 $non_clock_inputs
set_output_delay [expr $clk_period * $clk_io_pct] -clock clk0 [all_outputs]
```
**flow/design.v**
```verilog
`timescale 1ns / 1ps
module IMEM(instruction,Read_Address);
	output [7:0] instruction;
	input [7:0] Read_Address;
	wire [7:0] memory[31:0];  
		assign memory[0] = 8'b01100101;  
		assign memory[1] = 8'b10000100;  
		assign memory[2] = 8'b01011000;  
		assign memory[3] = 8'b00100111;  
		assign memory[4] = 8'b00111010;  
		assign memory[5] = 8'b00111010;  
		assign memory[6] = 8'b00101101;  
		assign memory[7] = 8'b10000101;  
		assign memory[8] = 8'b01001101;  
		assign memory[9] = 8'b00011110;  
		assign memory[10] = 8'b01000100;  
		assign memory[11] = 8'b00011010;  
		assign memory[12] = 8'b00011010;  
		assign memory[13] = 8'b00011010;  
		assign memory[14] = 8'b00011010;  
		assign memory[15] = 8'b01101111;  
		assign memory[16] = 8'b00101101;  
		assign memory[17] = 8'b01101001;  
		assign memory[18] = 8'b00101101;  
		assign memory[19] = 8'b11000001;  
		assign memory[20] = 8'b00011010;  
		assign memory[21] = 8'b01000101;  
	assign instruction = memory[Read_Address];
endmodule
```
**flow/run.sh**
```bash
#!/bin/bash
# OpenROAD 26Q1-2900-gdf79404cd8, Yosys 0.63+post, stock flow scripts
make -C /OpenROAD-flow-scripts/flow DESIGN_CONFIG=/design/flow/config.mk WORK_HOME=/design/flow/orfs finish
```
**flow/config.mk**
```make
export PLATFORM = sky130hd
export DESIGN_NAME = IMEM
export DESIGN_NICKNAME = IMEM
export VERILOG_FILES = /design/flow/design.v
export SDC_FILE = /design/flow/constraint.sdc
export NUM_CORES = 4
export LEC_CHECK = 1
export CORE_AREA = 10 10 70 70
export DIE_AREA = 0 0 80 80
```
==> flow_summary.ini <==
; synthesis and place-and-route metrics
[pwr]
ir_worst_vdd_uv = 50.74
leakagePower_nw = 0.1744
powerDensity_mw_per_mm2 = 132.5
p_total_mw = 0.06665

[synthesis]
yosysWarnings = 81
synthTopLogicFamily = AND-OR/OR-AND gates
ys_sh_aoi_pct = 55.56
synthMuxAreaShare_pct = 0
synth_cell_types = 30
xor_share_pct = 2.593
synth_area_per_cell_sq_um = 6.497
ys_seq_share_pct = 0
yosys_area_sq_um = 337.8
ys_cells = 52
fa_ha_area_share_pct = 3.333
synth_area_sq_um = 337.8
ys_sh_simple_pct = 21.11
syn_inst = 52

[place]
globalplace.congestion = 0.7861
io_buffers = 13
hpwlAfterDp_um = 758.6

[global_route]
antenna_found_initial = 0
grt_pass1_wl_um = 1676
grt_start_max_net_pins = 19
grt_pass1_vias = 328
grt.total_usage_pct = 3.117
met2_usage_pct = 3.852
grt_overflow = 0
grt_busiest_layer = met1
grt_util_met1_pct = 5.208
met3_usage_pct = 0.9091

[final_layout]
clkbuf_count = 0
drive_above_1_share_pct = 14.52
mostFrequentLayoutCell = clkdlybuf4s50_1
seq_cells = 0
seqCellArea_sq_um = 0
layout_top_cells = clkdlybuf4s50_1, a21oi_1, nor2_1
syn_to_final_growth_pct = 48.89

[critical_path]
crit_path_start_kind = primary input
critical_path_required_ns = 2.64
end_kind = primary output
cp_num_buf_inv = 2
critPathMaxStageDelay_ns = 0.75
timing.critical_path.mode_cell = clkdlybuf4s50_1
path_delay_family = buffers and inverters
crit_fanout = 13
crit_arrival_ns = 2.51
crit_chain = clkdlybuf4s50_1 > nand2b_1 > a21oi_1 > a31oi_1 > o22a_1 > clkdlybuf4s50_1
critical_path_class = in2out
cpMaxStageDelayCell = clkdlybuf4s50_1
cp_num_cells = 6

[route]
vias = 394
drc = 0
ant_nets = 0
drt_pass1_iterations = 4
drt_iter0_drc = 13
wire_per_inst_um = 9.389
drt-total-wl_um = 1014
vias_per_cell = 3.648
num_antenna_cells = 0

[cts]
cts_setup_buffers = 0

[final_timing]
setup_viol = 0
fmax_mhz = 315.3
slew_viol_final = 0
tightest_slew_ns = 0.4826
layout_min_cycle_time_ns = 3.171
fin_crit_sh_pct = 96.09
relSlewSlack_pct = 67.78
setup_tns_ns = 0
finalHoldViolations = 0
rsz0062_at_grt = no

[die]
die_y_um = 80
coreArea_sq_mm = 0.003416
initCoreUtil_pct = 9.890
io_pins = 16
die_x_um = 80
rows = 21
chip_area_sq_mm = 0.006400

[status]
status = completed

[flow_run]
drv_cap = 0
warnings = 35

[hold_path]
min_path_cells = 4
min_path_type = in2out
hold_start = Read_Address[2]
min_to = instruction[1]
metal layers:
layer  vias to the layer above  part of all wire, %
met3                         0                  7.4
met1                       168                   54
li1                        215                    -
met4                         0                    0
met2                        11                   38
met5                         -                    0
synth_stat cells (all sizes together):
cell type,instances,share of area [%]
a21oi,6,10
xnor2,1,2.6
maj3,1,3.3
a221o,1,3.0
a2111oi,1,4.4
and2b,1,2.2
a221oi,1,2.6
o2bb2ai,1,2.6
buf,6,14
o22ai,1,1.9
a22o,1,2.6
a31oi,2,3.7
a22oi,1,2.2
nand2,4,4.4
o21a,1,4.4
nor2b,1,1.9
a311oi,1,2.6
inv,3,3.3
nand2b,2,3.7
nor3,1,1.5
a211o,1,2.6
o21ai,7,10
nor2,6,7.4
o22a,1,2.6
worst max-delay path by stage:
stage | startpoint | slack (ns) | to
4_1_cts | Read_Address[2] | 0.08 | instruction[5]
5_1_grt | Read_Address[0] | 0.003 | instruction[2]
6_report | Read_Address[0] | 0.13 | instruction[2]
power by group:
| group | total [mW] | internal, mW | leakage, nW | switching (mW) |
|---|---|---|---|---|
| registers | 0 | 0 | 0 | 0 |
| logic | 0.0666 | 0.0375 | 0.174 | 0.0292 |
| clock network | 0 | 0 | 0 | 0 |
through the flow:
step | utilization (%) | std cells | setup WS (ns) | hold slack, ns | cell area [sq um]
global route | 14.73 | 108 | 0.002537 | 2.341 | 503.0
floorplan | - | 52 | 1.359 | 1.446 | 337.8
CTS | 14.65 | 108 | 0.07875 | 2.477 | 500.5
detailed placement | 14.65 | 108 | 0.07760 | 2.463 | 500.5
finish | 14.73 | 108 | 0.1289 | 2.275 | 503.0
global placement | 14.65 | 108 | 0.07920 | 2.463 | 500.5
logic make-up after synthesis:
group | Yosys count
simple gates | 15
compound gates | 26
xor+xnor | 1
buf+inv | 9
fa+ha+maj | 1
repair_timing:
item | 4_1_cts | 5_1_grt
setup endpoints to repair | 0 | 2
hold buffers | 0 | 0
gates resized | 0 | 1
layout make-up:
type / count / area, sq um
Fill cell: 402 / 2913
Tap cell: 46 / 57.56
Inverter: 3 / 11.26
Timing Repair Buffer: 16 / 155.1
Multi-Input combinational cell: 43 / 279.0
No activity file was given, so power comes from the tool's default toggle rates.
